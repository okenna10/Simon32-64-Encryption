File: design/flow/config.mk
export PLATFORM = sky130hd
export DESIGN_NAME = simon32_64
export DESIGN_NICKNAME = simon32_64
export VERILOG_FILES = /design/flow/design.v
export SDC_FILE = /design/flow/constraint.sdc
export NUM_CORES = 4
export LEC_CHECK = 1
export CORE_UTILIZATION = 40
File: design/flow/constraint.sdc
current_design simon32_64

set clk_period 19.0
set clk_io_pct 0.2

create_clock -name clk0 -period $clk_period [get_ports {clk}]

set non_clock_inputs [all_inputs -no_clocks]
set_input_delay [expr $clk_period * $clk_io_pct] -clock clk0 $non_clock_inputs
set_output_delay [expr $clk_period * $clk_io_pct] -clock clk0 [all_outputs]
File: design/flow/design.v
module key_gen (
  input logic clk, reset,
  input logic [63:0] key_in,
  input logic [31:0] z_in,
  output logic [31:0] z_out,
  output logic [15:0] key_out,
  output logic [63:0] next_key 
);
  logic [15:0] k1;
  logic [15:0] k2;
  logic [15:0] k3;
  logic [15:0] k4;
  logic [15:0] encrypt_c, k4_shifted, temp_1_shifted, C_Z;  
  logic [15:0] temp_1, temp_2, temp_3, temp_4; 			    
  logic [31:0] z_shifted, z_temp;
  shifter #(16) S1 (k4, 1'b1, 4'd3, k4_shifted);
  shifter #(16) S2 (temp_1, 1'b1, 4'd1, temp_1_shifted); 
  shifter #(32) S3 (z_in, 1'b0, 5'd1, z_shifted); 
  always_comb begin
	k1 = key_in[15:0];
	k2 = key_in[31:16];
	k3 = key_in[47:32];
	k4 = key_in[63:48];
  end
  always_comb begin
	C_Z = {{15'd0},{z_in[31]}};
	temp_1 = k4_shifted ^ k2;
	temp_2 = (temp_1 ^ k1);
	temp_3 = temp_2 ^ temp_1_shifted;
	temp_4 = 16'hfffc ^ C_Z;
	encrypt_c = temp_3 ^ temp_4;
  end
  always_ff @(posedge clk) begin
	if (reset) begin
		next_key <= {64{1'b0}};
		z_temp <= {32{1'b0}};
	end
	else begin
		next_key <= {{encrypt_c},{k4},{k3},{k2}};
		z_temp <= z_shifted;
	end
  end
  assign z_out = z_temp;
  assign key_out = k1;
endmodule
module round (
  input logic clk, reset,
  input logic [15:0] x_in, y_in, key_in,
  output logic [15:0] x_out, y_out
);
  logic [15:0] S1_sig, S2_sig, S8_sig;
  logic [15:0] x_temp, y_temp;
  shifter #(16) S1 (x_in, 1'b0, 4'd1, S1_sig);
  shifter #(16) S2 (x_in, 1'b0, 4'd8, S8_sig);
  shifter #(16) S3 (x_in, 1'b0, 4'd2, S2_sig);
  always_ff @(posedge clk) begin
	  if (reset) begin
		x_temp <= 16'h00;
		y_temp <= 16'h00;
	  end
	  else begin
		x_temp <= (S1_sig & S8_sig) ^ y_in ^ S2_sig ^ key_in;
		y_temp <= x_in;
	  end
  end
  assign x_out = x_temp;
  assign y_out = y_temp;
endmodule
module shifter #(
  parameter WIDTH = 16
)  
(
  input logic [WIDTH-1:0] shift_in,
  input logic direction,
  input logic [($clog2(WIDTH))-1:0] shift_amount,
  output logic [WIDTH-1:0] shift_out
);
  logic [WIDTH-1:0] temp ;
  always_comb begin
    if (direction == 1'b1)
      temp = (shift_in >> shift_amount) | (shift_in << (WIDTH - shift_amount));
    else
      temp = (shift_in << shift_amount) | (shift_in >> (WIDTH - shift_amount));
  end
  assign shift_out = temp;
endmodule
module simon32_64 (
	input logic clk, reset,
	input logic [31:0] plaintext,
	input logic [63:0] key,
	output logic [31:0] ciphertext
);
	logic [15:0] round_xin, round_yin, round_xout, round_yout;
	logic [15:0] x_in, y_in;
	logic [31:0] plaintext_r, temp_out;
	logic [63:0] key_r;
	logic [511:0] xx_in, yy_in, key_out;
	logic [2047:0] next_key;
	logic [1023:0] z_values;
	logic [31:0] z_0;
	assign z_0 = 32'hFA2561CD;
	always_ff @(posedge clk) begin
		plaintext_r <= plaintext;
		key_r <= key;
	end
	assign x_in = plaintext_r[31:16];
	assign y_in = plaintext_r[15:0];
	round round_function_1 (clk, reset, x_in, y_in, key_out[15:0],
							xx_in[15:0], yy_in[15:0]);
	key_gen key_generator_1(clk, reset, key_r, z_0, z_values[31:0],
							key_out[15:0], next_key[63:0]);
	generate
		genvar i;
		for(i=1; i<32; i=i+1) begin : encryption
			round round_function (clk, reset, xx_in[(i-1)*16 +: 16], yy_in[(i-1)*16 +: 16], 
									key_out[i*16 +: 16], xx_in[i*16 +: 16], yy_in[i*16 +: 16]);
			key_gen key_generator(clk, reset, next_key[(i-1)*64 +: 64], z_values[(i-1)*32 +: 32], z_values[i*32 +: 32],
									key_out[i*16 +: 16], next_key[i*64 +: 64]);
		end
	endgenerate
	always_ff @(posedge clk) begin
		if (reset)
			temp_out <= {32{1'b0}};
		else
			temp_out <= {{xx_in[511:496]},{yy_in[511:496]}};			
	end
	assign ciphertext = temp_out;
endmodule
File: design/flow/run.sh
#!/bin/bash
# OpenROAD 26Q1-2900-gdf79404cd8, Yosys 0.63+post, stock flow scripts
make -C /OpenROAD-flow-scripts/flow DESIGN_CONFIG=/design/flow/config.mk WORK_HOME=/design/flow/orfs finish
==> flow_summary.toml <==
# generated from flow reports
[logic_synthesis]
netlist_instances = 8864
numSynthFlops = 3065
syn_area_per_cell_sq_um = 12.7
yosys.stat.chipArea_sq_um = 113000
yosysUniqueCellTypes = 16
synth_seq_share = 0.545
synth-cells-yosys = 8864
ys_warn_count = 5
netlist_area_sq_um = 113000

[placement]
placed_area_sq_um = 118000
dp_hpwl_mm = 210
dp.cells = 12400
gp_congestion = 0.915
port_buffers = 129

[routing]
wl_per_cell_um = 21.4
drt-met1-wl_mm = 117
met2WireLength_mm = 139
vias = 57500
wirelength_mm = 278
met3_length_mm = 14.5
route.detailed.drc = 0
highest_layer = "met5"
drtIter0Drc = 2945
ant_nets = 0
vias_per_cell = 4.42
drt_pre_antenna_iters = 29

[clocking]
cts_tree = "yes"
cts_root_buf = "clkbuf_16"
cts_setup_buffers = 0
hold_buffers = 0
cts_num_sinks = 3065
cts_resized = 0
path_clk_slew_ns = 0.06
clock_latency_ns = 0.90
h-tree-depth = 5
cts-buffers-inserted = 318
clock_path_buffers = 4

[critical_path]
path_max_fanout = 162
worstSetupPathType = "input port to flip-flop"
startpoint_type = "input port"
arrival_ns = 7.67
worst_ep_required_time_ns = 19.77
end_kind = "flip-flop"

[sta]
slew_viol_final = 0
fin_crit_ns = 6.90
finalSetupViolCount = 0
whs_ns = 0.390
max_clock_freq_ghz = 0.145
finalCritPeriodShare = 0.363
hold_violations = 0
skew_ns = 0.0538
finalSetupTns_ns = 0
slew_headroom = 0.431
tightest_slew_ns = 0.854
rsz0062_at_grt = "no"

[cells_and_area]
seq_area_sq_um = 61400
final_area_sq_um = 129000
drive_gt1_frac = 0.0653
layoutNonFillerInstCount = 13000
nFillCells = 24500
area_growth_pct = 14.2
comb_area_sq_um = 49900

[die]
die_area_sq_um = 284000
initCoreUtil = 0.403
fp-row-count = 194
core_sq_um = 280000
die_h_um = 533
io_pins = 130
fp.dieW_um = 533

[job]
warning_count = 40
maxCapViolCount = 0

[global_routing]
grt_first_pass_wirelength_mm = 407
grt_usage = 0.206
grt_max_degree = 163
grt_remaining_overflow = 0
grt_pass1_vias = 61000
antenna_found_initial = 7

[pwr]
p_leak_nw = 62.1
peakVddDrop_mv = 0.0750
cellPowerDensity_nw_per_um2 = 153
power.total_mw = 19.7

[run_status]
outcome = "finished, final reports clean"

[min_path]
holdCritPathClass = "flip-flop to flip-flop"
==> logic make-up (layout without fill, tap and decap cells) <==
family | after synthesis | count (layout) | share of synthesized area
muxes | 56 | 56 | 0.00560
other | 0 | 2 | 0
xor gates and xnor gates | 1933 | 1933 | 0.264
buffers and inverters | 330 | 734 | 0.0120
DFF | 3065 | 3065 | 0.545
and+or+nand+nor | 3480 | 3480 | 0.174
==> synth_stat cells, drive strengths merged <==
library cell     n  share of area
dfxtp         3065           0.54
nor2b         1998           0.11
xnor3          639           0.13
and2           582          0.032
xor2           579          0.045
nand2          512          0.017
xnor2          450          0.035
nor2           378          0.013
clkbuf         268         0.0089
xor3           265          0.056
buf             61         0.0030
mux2            56         0.0056
and2b           10        0.00067
clkinv           1       0.000033
==> per-stage QoR <==
stage / utilization / setup slack, ns
2_1_floorplan: - / 14.26
3_3_place_gp: 0.420 / 11.28
3_5_place_dp: 0.420 / 11.23
4_1_cts: 0.460 / 12.18
5_1_grt: 0.460 / 11.85
6_report: 0.460 / 12.10
==> layer usage <==
layer  GRT usage  vias up
met4      0.0509        2
met1       0.281    27900
met5           0        -
li1            -    28000
met3      0.0453      422
met2       0.344     1150
==> where the power goes <==
| group | leakage, nW | internal [mW] | switching (mW) | total (mW) |
|---|---|---|---|---|
| Combinational | 31.6 | 2.75 | 1.63 | 4.38 |
| Sequential | 25.1 | 7.63 | 1.23 | 8.85 |
| Clock | 5.41 | 3.88 | 2.57 | 6.45 |
==> flip-flops by register name, indices dropped and copies added (netlist names) <==
| signal | flops |
|---|---|
| encryption.key_generator.next_key | 1824 |
| key_generator_1.z_temp | 1 |
| temp_out | 32 |
| encryption.round_function.x_temp | 496 |
| key_generator_1.next_key | 64 |
| plaintext_r | 32 |
| key_r | 64 |
| round_function_1.y_temp | 16 |
| encryption.key_generator.z_temp | 24 |
| encryption.round_function.y_temp | 496 |
| round_function_1.x_temp | 16 |
==> layout make-up <==
| class | instances | share of cell area |
|---|---|---|
| Antenna cell | 2 | 0.0000389 |
| Clock buffer | 458 | 0.0728 |
| Clock inverter | 113 | 0.0129 |
| Inverter | 1 | 0.0000876 |
| Multi-Input combinational cell | 5469 | 0.388 |
| Sequential cell | 3065 | 0.477 |
| Tap cell | 3724 | 0.0362 |
| Timing Repair Buffer | 162 | 0.0126 |
==> worst max-delay path, cell delays in order <==
cell and delay [ns]:
buf_16 0.37, buf_4 0.70, buf_4 0.69, buf_4 0.77, buf_4 0.73, and2b_1 0.25
==> layout by cell type (no fill, tap or decap), drive strengths merged <==
cell / instances
and2: 582
and2b: 10
buf: 34
bufinv: 32
clkbuf: 458
clkdlybuf4s50: 128
clkinv: 61
clkinvlp: 11
dfxtp: 3065
diode: 2
inv: 10
mux2: 56
nand2: 512
nor2: 378
nor2b: 1998
xnor2: 450
xnor3: 639
xor2: 579
xor3: 265
==> worst paths after layout <==
check / slack (ns) / endpoint / startpoint / cells after the start
worst min-delay path: 0.39 / encryption[19].key_generator.next_key[22]$_SDFF_PP0_ / encryption[18].key_generator.next_key[38]$_SDFF_PP0_ / 1
worst min register to register: 0.39 / encryption[19].key_generator.next_key[22]$_SDFF_PP0_ / encryption[18].key_generator.next_key[38]$_SDFF_PP0_ / 1
worst max register to register: 17.42 / encryption[27].key_generator.next_key[59]$_SDFF_PP0_ / encryption[26].key_generator.next_key[63]$_SDFF_PP0_ / 3
worst max-delay path: 12.10 / round_function_1.y_temp[6]$_SDFF_PP0_ / reset / 6
No activity file was given, so power comes from the tool's default toggle rates.
